### config.mk
export PLATFORM = sky130hd
export DESIGN_NAME = Fotosinteza
export DESIGN_NICKNAME = Fotosinteza
export VERILOG_FILES = /design/flow/design.v
export SDC_FILE = /design/flow/constraint.sdc
export NUM_CORES = 4
export LEC_CHECK = 1
export CORE_AREA = 10 10 70 70
export DIE_AREA = 0 0 80 80
### constraint.sdc
current_design Fotosinteza

set clk_period 1.8
set clk_io_pct 0.2

create_clock -name clk0 -period $clk_period [get_ports {i_clk}]

set non_clock_inputs [all_inputs -no_clocks]
set_input_delay [expr $clk_period * $clk_io_pct] -clock clk0 $non_clock_inputs
set_output_delay [expr $clk_period * $clk_io_pct] -clock clk0 [all_outputs]
### design.v
module Fotosinteza (
  input i_clk,
  input i_rst_n,
  input svjetlost,
  input co2_prisutan,
  input h2o_prisutan,
  output proizvodnja_kiseonika_out
);
typedef enum {
    Stanje_Pocetak = 3'b000,
    Stanje_Apsorpcije = 3'b001,
    Stanje_Pretvaranja = 3'b010,
    Stanje_Proizvodnja = 3'b011,
    Stanje_Kraj = 3'b100
} Stanje;
  Stanje stanje;
  reg proizvodnja_kiseonika;
  initial begin
    stanje <= Stanje_Pocetak;
    proizvodnja_kiseonika <= 1'b0;
  end
  always @(posedge i_clk) begin
    if (0 == i_rst_n) begin  
      stanje <= Stanje_Pocetak;
      proizvodnja_kiseonika <= 1'b0;
    end
    case (stanje)  
      Stanje_Pocetak: begin
        if (svjetlost) begin
          stanje <= Stanje_Apsorpcije;
        end else begin
          stanje <= stanje;
        end
      end
      Stanje_Apsorpcije: begin
        if (h2o_prisutan) begin
          stanje <= Stanje_Pretvaranja;
        end else begin
          stanje <= stanje;
        end
      end
      Stanje_Pretvaranja: begin
        if (co2_prisutan) begin
          stanje <= Stanje_Proizvodnja;
        end else begin
          stanje <= stanje;
        end
      end
      Stanje_Proizvodnja: begin
        if (co2_prisutan) begin
          proizvodnja_kiseonika <= 1'b1;
          stanje <= Stanje_Kraj;
        end else begin
           stanje <= stanje;
        end
      end
      Stanje_Kraj: begin
        if(proizvodnja_kiseonika) begin
          proizvodnja_kiseonika <= 1'b0;
          stanje <= Stanje_Pocetak;
        end else begin 
          stanje <= stanje;
        end
      end
      default: stanje <= Stanje_Pocetak;
    endcase
  end
  assign proizvodnja_kiseonika_out = proizvodnja_kiseonika;
endmodule
### run.sh
#!/bin/bash
# OpenROAD 26Q1-2900-gdf79404cd8, Yosys 0.63+post, stock flow scripts
make -C /OpenROAD-flow-scripts/flow DESIGN_CONFIG=/design/flow/config.mk WORK_HOME=/design/flow/orfs finish
==> flow_summary_export.csv <==
group,metric,value,unit
synth,yosysSeqAreaShare,50.29,%
clock_tree,cts_hold_repair.buffers,0,
setup_path,timing.rr.start,"stanje[0]$_DFFE_PP_",
pwr,cellInternalPower,345.4,uW
floorplan,design.core.area,3416,um^2
min_path,min_path_type,"reg -> reg",
clock_tree,clock_pin_slew_on_the_worst_setup_and_hold_paths,0.04,ns
final_timing,finalSetupViolations,0,
global_routing,grt_pass1_wl,710,um
route,detail_route.wl_per_cell,5.630,um
setup_path,crit_end,"proizvodnja_kiseonika_out",
synth,xor_share,4.000,%
final_layout,finalCoreUtilization,9.780,%
setup_path,r2r_end,"stanje[0]$_DFFE_PP_",
clock_tree,worstSkewPairLatency,0.24,ns
final_timing,post_route_skew,0.005410,ns
min_path,holdCritStartpoint,"proizvodnja_kiseonika$_DFF_P_",
global_routing,grt_max_degree,8,
final_timing,timing.final.crit_share,81.10,%
pwr,comb_power_share,28.6,%
setup_path,critical_path_cell_count,1,
clock_tree,ctsResizeCount,0,
synth,yosys-stat-cells,20,
place,number_of_buffer_cells_added_on_primary_ports,5,
route,route.antenna.remaining_nets,0,
pwr,p_leak,0.1048,nW
run_status,result_of_the_run,"finished, final reports clean",
setup_path,r2r_cells,3,
final_layout,fin_cells,73,
setup_path,critPathLaunch,"proizvodnja_kiseonika$_DFF_P_",
clock_tree,cts-buffers-inserted,3,
synth,logic_family,"AND-OR/OR-AND gates",
pwr,power_per_cell_area,1589,nW/um^2
pwr,share_seq_of_total_power,47.6,%
setup_path,reg2reg_slack,0.50,ns
final_timing,tightest_slew,0.2843,ns
place,hpwlAfterDp,296.1,um
place,gp_congestion,0.6858,
pwr,ir_drop,0.0005537,V
floorplan,placement_rows,21,
floorplan,fp.dieW,80,um
synth,synthCells,20,
synth,yosys.area_share.aoi,17.71,%
setup_path,worst_path_dominant_cell_family,"buffers and inverters",
setup_path,crit_path_max_fanout,4,
final_timing,whs,0.5369,ns
route,vias,174,
setup_path,cp_cell_sequence,"clkdlybuf4s50_1",
setup_path,critical_path_capture_point_type,"output pin",
setup_path,worst_ep_required_time,1.44,ns
synth,muxShareOfSynthArea,4.571,%
pwr,netSwitchingPower,185.3,uW
setup_path,worst_path_cell_with_the_longest_stage_delay,"clkdlybuf4s50_1",
clock_tree,clock_path_buffers,2,
synth,yosys.area_share.adder,0,%
final_timing,finalHoldViolations,0,
job,stage_log_warnings,25,
final_timing,relSlewSlack,81.05,%
synth,ys_chip_area,219.0,um^2
final_layout,final.fill_count,414,
route,post-route-drc-count,0,
clock_tree,cts_tree,"yes",
final_layout,area_delta_synth_final,52.57,%
floorplan,fp-utilization,6.410,%
clock_tree,cts_max_level,1,
synth,ys_sh_simple,14.86,%
final_layout,drive_gt1_share,18.52,%
clock_tree,cts_num_sinks,4,
global_routing,number_of_antenna_violations_at_the_first_check_in_global_routing,0,
global_routing,grt_pass1_vias,175,
clock_tree,post-cts-setup-buffers,0,
global_routing,globalRouteOverflowTotal,0,
setup_path,worstSetupStartpointType,"flip-flop",
final_timing,setup_repair_after_global_routing_missed_its_margin,"no",
job,cap_viol_max_count,0,
synth,yosysWarningCount,1,
floorplan,chip_area,6400,um^2
pwr,pwr-share-clk,23.8,%
clock_tree,clock_tree.root_cell,"clkbuf_4",
place,dpl.cell_count,69,
setup_path,worstSetupPathType,"reg -> out",
route,antenna_cells,0,
synth,synth_cell_type_count,14,
setup_path,crit_path_max_incr_delay,0.49,ns
final_timing,max_clk_rate,0.6850,GHz
route,drt-pass1-iter-count,5,
floorplan,design.portCount,6,
route,route.detailed.vias_per_inst,2.384,
synth,syn_avg_cell_area,10.95,um^2
final_timing,final_period_minus_worst_setup_slack,1.460,ns
synth,mappedNetlistArea,219.0,um^2
floorplan,dieHeight,80,um
pwr,netSwitchingFraction,34.92,%
setup_path,worst_path_arrival,1.10,ns
final_timing,fin_tns_setup,0,ns
synth,numSynthFlops,4,
setup_path,path_buffers,1,
route,drt_wl_total,411,um
global_routing,overall_track_demand_over_capacity_in_global_routing,1.395,%
final_timing,report.final.slew_viol_count,0,
route,dr.first_iter.drc_count,5,
-- power groups by stage --
stage	Sequential [mW]	Combinational (mW)	Clock (mW)
CTS	0.250	0.152	0.131
global route	0.263	0.178	0.143
finish	0.253	0.152	0.126
-- Yosys cell counts --
master | count | area, um^2
buf_6 | 1 | 11.26
o21ai_1 | 1 | 5.000
a22o_1 | 1 | 8.760
nor3_2 | 1 | 10.01
edfxtp_1 | 3 | 90.09
buf_4 | 1 | 7.510
dfxtp_1 | 1 | 20.02
nor2_1 | 5 | 18.77
xnor2_1 | 1 | 8.760
nand2_1 | 1 | 3.750
a21oi_2 | 1 | 8.760
mux2i_1 | 1 | 10.01
a32oi_1 | 1 | 8.760
o211ai_1 | 1 | 7.510
-- routing by layer --
layer / wire length (um) / global-route usage [%] / vias up
met3: 74 / 1.705 / 0
met4: 0 / 0.3521 / 0
met2: 131 / 1.445 / 10
met5: 0 / 0 / -
met1: 205 / 1.680 / 78
li1: - / - / 86
-- how the worst min path moves through the flow --
stage,end,slack (ns),cells past startpoint
after CTS,proizvodnja_kiseonika$_DFF_P_,0.54,2
final,proizvodnja_kiseonika$_DFF_P_,0.54,2
after global routing,proizvodnja_kiseonika$_DFF_P_,0.57,2
-- cells by family after synthesis --
group | Yosys count
buf+inv | 2
xor+xnor | 1
mux | 1
simple gates | 7
flops | 4
compound gates | 5
-- cell usage in the layout (no fill, tap or decap), types with 3 or more instances in the layout --
master	instances
edfxtp_1	3
clkdlybuf4s50_1	5
clkbuf_4	3
nor2_1	5
-- tightest hold or removal path, cell delays in order, from the launching register on --
cell and delay, ns:
dfxtp_1 0.33, o211ai_1 0.09, o21ai_1 0.07
-- state kept, by name (all words and copies together) (netlist names) --
name	cells
stanje	3
proizvodnja_kiseonika	1
-- through the flow --
stage	instance area, um^2	worst slack, ns	power [mW]
finish	334.1	0.3402	0.5308
global route	334.1	0.2612	0.5841
CTS	334.1	0.3267	0.5331
detailed placement	307.8	0.2436	0.4006
global placement	307.8	0.2415	0.3986
floorplan	219.0	0.6381	0.3871
-- layout make-up --
| type | instances | area (um^2) | share of cell area (%) |
|---|---|---|---|
| clock buffer | 4 | 26.28 | 7.865 |
| multi-input combinational | 14 | 90.09 | 26.97 |
| sequential | 4 | 110.1 | 32.96 |
| tap | 46 | 57.56 | 17.23 |
| timing repair buffer | 5 | 50.05 | 14.98 |
No activity file was given, so power comes from the tool's default toggle rates.
